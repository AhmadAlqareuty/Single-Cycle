===== design.v =====
module ALU(
input  [31:0] Operand_A,   
input  [31:0] Operand_B,   
input  [3:0] AluAddress,  
output reg [31:0] result,   
output reg zero
);
always @(AluAddress,Operand_A,Operand_B)
begin 
    zero = 1'b0;
    case(AluAddress)
        4'b0001: result = $signed (Operand_A) + $signed (Operand_B);  
        4'b0011: result = $signed (Operand_A) - $signed (Operand_B);  
        4'b0100: result = Operand_A & Operand_B ;  
        4'b1000: result = Operand_A | Operand_B;  
        4'b1100: result = (Operand_A < Operand_B) ? 1:0 ;  
        4'b1011 : 
        begin  
            zero = (Operand_A == Operand_B) ? 1'b1 : 1'b0;
        end
        4'b1111:  
            zero = 1'b1;
        default: result = 32'bx;
    endcase
end
endmodule

===== run.sh =====
#!/bin/bash
# OpenROAD 26Q1-2900-gdf79404cd8, Yosys 0.63+post, stock flow scripts
make -C /OpenROAD-flow-scripts/flow DESIGN_CONFIG=/design/flow/config.mk WORK_HOME=/design/flow/orfs finish

===== config.mk =====
export PLATFORM = sky130hd
export DESIGN_NAME = ALU
export DESIGN_NICKNAME = ALU
export VERILOG_FILES = /design/flow/design.v
export SDC_FILE = /design/flow/constraint.sdc
export NUM_CORES = 4
export LEC_CHECK = 1
export CORE_UTILIZATION = 50

===== constraint.sdc =====
current_design ALU

set clk_period 3.8
set clk_io_pct 0.2

create_clock -name clk0 -period $clk_period

set non_clock_inputs [all_inputs -no_clocks]
set_input_delay [expr $clk_period * $clk_io_pct] -clock clk0 $non_clock_inputs
set_output_delay [expr $clk_period * $clk_io_pct] -clock clk0 [all_outputs]

==> results_dict.tcl <==
# place-and-route summary
set metrics [dict create \
    p_per_area_mw_per_mm2 134.9 \
    rows 38 \
    cp-start-kind "input port" \
    postSynthCellCount 829 \
    place.gp.congestion 0.9679 \
    worstSetupEndpointType "output port" \
    die_w_um 107.9 \
    synthTopCellsByArea "ha_1, dlxtn_1, a21oi_1" \
    grt_max_degree 34 \
    whs_ns 2.618 \
    totalPowerFinal_mw 1.045 \
    yosysTopAreaCell "ha_1" \
    ff_type "dlxtn_1" \
    syn_area_mm2 0.005612 \
    p_leak_nw 3.756 \
    post_drt_via_cell_ratio 6.075 \
    die_y_um 107.9 \
    hold_violations 0 \
    slew-limit-headroom_pct 26.03 \
    cp.required_ns 3.04 \
    ios 101 \
    yosys-top-cells-count "inv_1, ha_1, a21oi_1" \
    vias 6804 \
    synth_top_cell_by_count "inv_1" \
    crit_fanout 2 \
    criticalPathCategory "in2out" \
    max-cap-violations 0 \
    syn_area_per_cell_um2 6.769 \
    drt_pass1_iterations 7 \
    tightest_slew_ns 1.082 \
    dp.cells 1115 \
    async_reset_ff_share_pct 0 \
    top_cell_area_share_pct 21.63 \
    drive_gt1_share_pct 17.65 \
    dieArea_mm2 0.01165 \
    post-route-util_pct 71.13 \
    wl_per_cell_um 16.53 \
    period_used_pct 97.80 \
    fmax_mhz 269.1 \
    postRouteAntennaNets 0 \
    diodes 0 \
    yosys_area_mm2 0.005612 \
    drcViolationCount 0 \
    synth-edff-count 0 \
    ys_cells 829 \
    antenna_found_initial 0 \
    period_needed_ns 3.717 \
    largest_reg_flops 32 \
    final_cells 1120 \
    initCoreUtil_pct 51.54 \
    dpl.hpwl_um 13730 \
    coreArea_mm2 0.01089 \
    grt_pass1_wl_um 29000 \
    grt_pass1_vias 6129 \
    untimed_endpoints 64 \
    critPathLaunch "Operand_A[9]" \
    syn2layout_area_growth_pct 38.02 \
    warning_count 98 \
    grt-ovfl-total 0 \
    port-buffer-count 101 \
    drtIter0Drc 358 \
    drv_slew 0 \
    vdd_ir_drop_max_uv 94.01 \
    hold_path_class "in2out" \
    worst_ep_arrival_time_ns 2.96 \
    ys_types 81 \
    gr-usage-all-layers_pct 30.99 \
    wl_um 18510 \
    unclocked_regs 32 \
    crit_path_end "zero" \
    synth-warning-count 1 \
    synth-seq-cells 32 \
    setup_violations 0 \
    cts_hold_buf 0 \
    status "completed" \
]
[cells by family after synthesis]
logic type      share of synthesized area (%)
simple gates                            21.83
buf+inv                                 10.26
latches                                 8.562
xor+xnor                               0.6244
fa+ha+maj                               22.34
mux                                    0.9142
compound gates                          35.47
[worst max-delay path, cell delays in order]
cell             delay, ns
clkdlybuf4s50_1       0.49
inv_2                 0.05
ha_4                  0.23
nor3_2                0.15
buf_4                 0.14
nand3b_1              0.13
nor4_4                0.29
buf_4                 0.14
o21a_1                0.09
clkdlybuf4s50_1       0.45
[layer usage]
metal | GRT usage, % | vias to the layer above | wire (µm)
li1 | - | 3300 | -
met1 | 43.45 | 3143 | 8034
met2 | 53.00 | 329 | 8746
met3 | 2.025 | 32 | 1387
met4 | 5.577 | 0 | 345
met5 | 0 | - | 0
[power breakdown]
group	internal, mW	total [mW]	switching (mW)	leakage [nW]
clock network	0	0	0	0
logic	0.452	1.01	0.558	3.50
registers	0.0321	0.0341	0.00205	0.259
total	0.485	1.04	0.560	3.76
[repair_timing]
item | in CTS | in global routing
endpoints found under the setup margin | 1 | 1
pin swaps | 8 | 11
gates resized | 14 | 73
buffers inserted | 3 | 2
[final cells by class]
| cell class | count | area (µm²) |
|---|---|---|
| inverters | 98 | 367.9 |
| multi-input cells | 653 | 4938 |
| well taps | 140 | 175.2 |
| repair buffers | 197 | 1783 |
| flip-flops and latches | 32 | 480.5 |
| fillers | 838 | 3143 |
[metrics by stage]
step           worst slack (ns)  area (µm²)  TNS [ns]
6_report                0.08345        7745         0
5_1_grt                -0.03472        7745  -0.03472
4_1_cts                0.001762        7377         0
3_5_place_dp           -0.07535        7279  -0.07535
3_3_place_gp           -0.05596        7279  -0.05596
2_1_floorplan            0.8861        5612         0
[how the worst min path moves through the flow]
| stage | from | to | slack [ns] | depth (start not counted) |
|---|---|---|---|---|
| after CTS | AluAddress[2] | zero | 2.61 | 3 |
| after global routing | AluAddress[2] | zero | 2.68 | 3 |
| final | AluAddress[2] | zero | 2.62 | 3 |
[cells in the final DEF (no fill, tap or decap), drive strengths merged, types with 9 or more instances in the layout]
| cell type | synthesis | routed |
|---|---|---|
| nor4 | 14 | 14 |
| o21ai | 48 | 48 |
| nor2 | 79 | 79 |
| a21o | 12 | 12 |
| o22ai | 10 | 10 |
| nand2b | 9 | 9 |
| a211oi | 15 | 15 |
| a31oi | 9 | 9 |
| a21oi | 85 | 85 |
| nand2 | 66 | 66 |
| a221oi | 10 | 10 |
| o211ai | 16 | 16 |
| o221ai | 12 | 12 |
| o21a | 9 | 9 |
| ha | 97 | 97 |
| nand3 | 21 | 21 |
| clkdlybuf4s50 | 0 | 73 |
| inv | 98 | 98 |
| nor3 | 11 | 11 |
| o31ai | 10 | 10 |
| nor2b | 12 | 12 |
| dlymetal6s2s | 0 | 23 |
| dlxtn | 32 | 32 |
| buf | 15 | 96 |
Power figures rest on the tool's default switching activity, not on a simulated workload.
